--- ./config.mk ---
export PLATFORM = sky130hd
export DESIGN_NAME = adc
export DESIGN_NICKNAME = adc
export VERILOG_FILES = /design/flow/design.v
export SDC_FILE = /design/flow/constraint.sdc
export NUM_CORES = 4
export LEC_CHECK = 1
export CORE_AREA = 10 10 78 78
export DIE_AREA = 0 0 88 88
--- ./constraint.sdc ---
current_design adc

set clk_period 2.3
set clk_io_pct 0.2

create_clock -name clk0 -period $clk_period [get_ports {clk}]

set non_clock_inputs [all_inputs -no_clocks]
set_input_delay [expr $clk_period * $clk_io_pct] -clock clk0 $non_clock_inputs
set_output_delay [expr $clk_period * $clk_io_pct] -clock clk0 [all_outputs]
--- ./design.v ---
module adc(
		   clk,
		   rst,
		   AD_DO,
		   AD_CLK,
		   AD_CS,
		   ADdata
           );
input clk,rst;
input AD_DO;
output AD_CS, AD_CLK;
output [7:0] ADdata;
reg [4:0] ADcnt;
reg [7:0] ADdata;       
reg [7:0] ADO_reg;          
assign AD_CS=(ADcnt>=0 && ADcnt<=7 || ADcnt==30)?0:1;
assign  AD_CLK=(ADcnt>=0 && ADcnt<=7)?clk:0;
always @ (negedge rst or negedge clk)
begin
   if (!rst)
	  ADcnt<=0;
   else if (ADcnt==30)       
      ADcnt<=0;
   else
      ADcnt<=ADcnt+1;
end
always @ (negedge rst or posedge clk)
begin
   if (!rst)
	  	ADO_reg<=0;
	else if (ADcnt>=8 && ADcnt<=30)
       	ADO_reg<=0;
    else
		ADO_reg<=ADO_reg<<1|AD_DO;
end
always @ (negedge rst or posedge clk)
begin
	if(!rst)
        ADdata<=0;
	else if (ADcnt==8)
		ADdata<=ADO_reg;
end
endmodule
--- ./run.sh ---
#!/bin/bash
# OpenROAD 26Q1-2900-gdf79404cd8, Yosys 0.63+post, stock flow scripts
make -C /OpenROAD-flow-scripts/flow DESIGN_CONFIG=/design/flow/config.mk WORK_HOME=/design/flow/orfs finish
==> writeup.txt <==
The flow ran to the end, but the final reports show violations. The final reports fail on negative setup slack. With the number of cells on the worst hold path at 1, the global-route total usage across every layer is 5.86%.

The final hold violation count recorded for this run is 0. Per the Yosys statistics, synthesis produced 78 cells. Across the run, the number of max-cap violations was 0. The worst setup path is launched from a flop.

For the number of warnings printed during yosys synthesis, the log shows 1. The chip area line in the Yosys stat output reads 995 µm². On the final layout, the worst hold slack is 0.493 ns. Looking at the critical path, the highest net fanout was 2. At the pin with the least slew margin, the transition time is 0.320 ns. After its last routability iteration, the placer logged a weighted congestion of 0.771. Data on the critical path arrives at its endpoint at 2.55 ns. In this run, the combinational gates consume 4.6% of the power. The tools report the worst-case headroom to the max-slew limit as 78.6%. Detailed placement ended at an HPWL of 1390 µm.

Per the detail_route report, routed wire per instance is 13.4 µm. The wire length of the first global-routing pass was 3730 µm; the synthesized area divided by synthesized cell count was 12.8 µm². After detailed routing, the total wire length is 2160 µm. The run gives 13 for the number of placed I/O pins.

The run gives 16 for the maximum number of pins on one net before global-route repair. Net switching is 19.2% of the power. The run gives 161 for the count of non-filler cells in the finished layout.

Top cell type's share of synthesized area: 40.3%. The design draws 783 µW. Type of the tightest min-delay check: reg2reg. Proportion of layout cells with a drive suffix above 1: 41.3%.

The final layout report lists a filler cell count of 412. The tools report the number of optimization iterations in the first detailed-route pass as 4. For the worst setup path, the data required time is 1.84 ns. The run gives 88 µm for the chip height.

Family with the most delay on the worst path: flip-flops. Counting distinct cell types in the post-synthesis netlist gives 26. Endpoint kind of the worst setup timing path: an output port. The tools report the die outline area as 0.00774 mm². The library cell contributing the largest single delay on the critical path was sky130_fd_sc_hd__dfrtn_1. Power spread over the standard cell area amounts to 550 mW/mm². The floorplan step set the die width to 88 µm.

The clock tree skew after final layout came out at 0.0320 ns. The cell count of the worst reg-to-reg path came out at 7. The port buffer count came out at 12.

For the register-to-register setup slack, the log shows -0.50 ns. The most common cell in the synthesized netlist is sky130_fd_sc_hd__dfrtp_1. For reference, the top cells by count after synthesis are sky130_fd_sc_hd__dfrtp_1, sky130_fd_sc_hd__nand3_1, sky130_fd_sc_hd__mux2_4, sky130_fd_sc_hd__o2bb2ai_1, sky130_fd_sc_hd__dfrtn_1.

TritonCTS built the clock tree. The clock-pin transition on the worst setup and hold timing paths is 0.07 ns, and the area of the mapped netlist is 995 µm². The tools report the leftover overflow at the end of global routing as 0. The share of flip-flops with an asynchronous set or reset was 100%. The run gives 739 as the routed via count. In this run the tools logged warnings totalling 31.

The row count was 24. For the worst reg-to-reg path, the startpoint reported by OpenROAD is ADcnt[1]. The run gives 0 for the number of antenna-violating nets in the routed design.

For the worst min-delay path, the startpoint reported by OpenROAD is ADO_reg[7]. In the routed layout, each cell is associated on average with a via count of 4.59. Register area share after synthesis: 52.8%. The most used flip-flop cell was sky130_fd_sc_hd__dfrtp_1. The switching power total is 150 µW, and the clock power share is 46.8%. Leaving out buffers and inverters, the combinational logic in the layout accounts for 448 µm². The run gives 43.0% for the relative area change from synthesis to final layout. Setup repair after global routing could not meet its margin everywhere. The run gives 148 for the number of cells after detailed placement.

With the sequential cell area at 526 µm², the power share of the sequential group is 48.6%. Per the post-synthesis report, the number of cells in the design is 78. The tools report the via count of the first global-routing pass as 807. The tools report the count of antenna diodes in the layout as 0. Synthesis inferred 21 register bits. In this run the VDD rail shows a maximum IR drop of 363 µV. The tools report the total DRC errors in the routed layout as 0. Cells fill 32.2% of the core in the end.

The run gives 1 for the count of buffer and inverter cells on the critical path. For hold timing, the worst endpoint is ADdata[7]. For reference, the critical path cell chain is ha_2 -> nand4b_1 -> and3_1 -> buf_2.

In this run the static leakage power is 0.626 nW. As reported, the later end of the worst-skew pair has a clock insertion delay of 0.39 ns. The tools report the end of the worst register-to-register path as ADdata[4].

The peak per-stage delay on the critical path is 0.36 ns. For the number of antenna violations at the first check in global routing, the log shows 0. The fraction of the core area occupied by cells at floorplan came out at 22.5%.

In the final report, the number of endpoints failing setup comes to 12. The critical path start-end classification was reg2out. The core footprint is 0.00441 mm².

The worst setup slack after layout is -0.711 ns, and the count of flip-flops with a built-in enable after synthesis is 0. Cell internal power was estimated by the tool at 633 µW. The violation tally recorded at the end of detailed-routing iteration 0 is 28. Pins over their slew limit in the final report were tallied at 0. The synthesis report lists the most area-consuming cells as sky130_fd_sc_hd__dfrtp_1, sky130_fd_sc_hd__dfrtn_1, sky130_fd_sc_hd__mux2_4. The cell taking the most area after synthesis is sky130_fd_sc_hd__dfrtp_1.
## power by group through the flow
stage | Combinational (mW) | Clock [mW] | Sequential (mW)
4_1_cts | 0.0377 | 0.378 | 0.381
5_1_grt | 0.0401 | 0.403 | 0.382
6_report | 0.0361 | 0.366 | 0.381
## layout make-up
cell class	instances	share of cell area (%)
sequential	21	36.9
multi-input combinational	46	31.5
timing repair buffer	30	19.3
clock buffer	7	6.16
tap	52	4.57
inverter	4	1.23
clock inverter	1	0.352
## stage by stage
step           cell area (µm²)  setup slack (ns)  TNS, ns
3_3_place_gp              1240            -0.614    -5.00
2_1_floorplan             1020            -0.311    -2.94
4_1_cts                   1390            -0.700    -5.23
3_5_place_dp              1240            -0.627    -5.29
6_report                  1420            -0.711    -5.26
5_1_grt                   1420            -0.773    -5.82
## placed cells by master (no fill, tap or decap), drive strengths merged, types with 2 or more instances in the layout
| master | n |
|---|---|
| o21ai | 2 |
| nand2b | 2 |
| ha | 2 |
| nand4b | 2 |
| clkbuf | 6 |
| buf | 21 |
| inv | 4 |
| nand3 | 9 |
| nor2 | 2 |
| dfrtp | 16 |
| dfrtn | 5 |
| clkdlybuf4s50 | 10 |
| o2bb2ai | 8 |
| mux2 | 8 |
## timing repair
item | 4_1_cts | 5_1_grt
endpoints found under the setup margin | 20 | 20
setup buffers | 7 | 1
pin swaps | 5 | 1
gates resized | 14 | 7
hold buffers | 0 | 0
## worst max-delay path by stage
| stage | from | end | cells past startpoint |
|---|---|---|---|
| 5_1_grt | ADcnt[1] | AD_CLK | 4 |
| 4_1_cts | ADcnt[1] | AD_CLK | 4 |
| 6_report | ADcnt[1] | AD_CLK | 4 |
## layer usage
metal	share of wire, %	up-vias	global-route usage, %
li1	-	348	-
met4	1.8	0	1.74
met3	6.8	4	2.99
met5	0	-	0
met2	46	16	8.27
met1	45	371	7.71
## kinds of logic after synthesis
logic type / share of synthesized area [%]
flip-flops: 52.8
multiplexers: 13.1
buffers and inverters: 6.04
AND-OR/OR-AND: 12.6
AND/OR/NAND/NOR: 13.0
adder cells (fa/ha/maj): 2.52
Power and IR drop assume default switching activity.
