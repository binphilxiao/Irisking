**/design/flow/design.v**
```verilog
module buffer(clock,clk,nReset,hpirdy,nEXTBUS,BUFDIR,BUFDIR1,nFCE,nOE,nWE,nGCS,nFWE,nFRE,addr,data,wil,eint11,clkout,vp2clk0,vp2clk1,vp2ctl0,vp2ctl1,vp2ctl2,vCLK,Hs,Vs,De,nWAIT,test);
	input clock,clk,nReset,hpirdy;
	input nFCE,nFWE,nFRE,nOE,nWE;
	input vp2clk0,vp2clk1,vp2ctl0,vp2ctl1,vp2ctl2;
	output vCLK,Hs,Vs,De;
	output clkout,nWAIT;
	input [8:2] addr;      
	inout [7:0] data;
	input [5:0] nGCS;
	input [1:0] wil;
	output nEXTBUS;
	output BUFDIR;
	output BUFDIR1;
	output eint11;
	output [3:0] test;
	reg [7:0] wdata;
	reg [7:0] configure;
	reg [25:0] wigend_buf;
	reg [25:0] wigend_reg;
	reg [4:0] wigend_bitcnt;
	reg [12:0] wilclk_cnt;
	reg [12:0] wilclk_cnt1;
	reg wil0,wil1;
	reg overtime;
	wire wil_clk;
	assign data[7:0] = (!nGCS[3] && !nOE ) ? wdata:8'hzz;
	assign BUFDIR1 = BUFDIR;
	assign wr_temp=nWE|nGCS[3];
	assign clkout=clock;
	assign nEXTBUS = nGCS[0] && nGCS[1] && nGCS[2] && nGCS[3] && nGCS[4] && nFCE && nFRE && nFWE;
	assign BUFDIR = nOE && nFRE;
	assign nWAIT=!hpirdy;
	assign test[0]=eint11;
	assign test[1]=configure[0];
	assign test[2]=1;
	assign test[3]=1;
	assign eint11=(wigend_bitcnt==25)?0:1;
	assign De=vp2ctl0;
	assign vCLK=~vp2clk1;
	assign wil_clk=wil0&wil1;
	always @ (posedge clk or negedge nReset)
	begin
		if (!nReset)
		begin
			wilclk_cnt1<=0;
			wil0<=1;
			wil1<=1;
			wilclk_cnt<=0;
			overtime<=1;
		end
		else if (!wil[0] || !wil[1])
		begin
			wilclk_cnt1<=0;
			wil0<=wil[0];
			wil1<=wil[1];
			wilclk_cnt<=wilclk_cnt1;
			overtime<=1;
		end
		else if (wilclk_cnt1==5000)    
		begin
			wilclk_cnt1<=0;
			wilclk_cnt<=0;
			overtime<=0;
		end
		else 
		begin
			wilclk_cnt1<=wilclk_cnt1+1;
			wil0<=wil[0];
			wil1<=wil[1];
			wilclk_cnt<=wilclk_cnt1;
		end
	end
	always @ (negedge wil_clk or negedge nReset)
	begin
		if (!nReset)
		begin
			wigend_buf<=0;
			wigend_bitcnt<=0;
			wigend_reg<=0;
		end
		else if (!wil0 && nReset && !overtime)
		begin
			wigend_buf<=0;
			wigend_bitcnt<=0;
		end
		else if (!wil1 && nReset && !overtime)
		begin
			wigend_buf<=0;
			wigend_bitcnt<=0;
		end
		else if (wigend_bitcnt!=25 && nReset && overtime && configure)
		begin
			if (!wil0)
			begin
				wigend_buf<=wigend_buf<<1;
				wigend_bitcnt<=wigend_bitcnt+1;
			end
			else if (!wil1)
			begin
				wigend_buf<=(wigend_buf<<1)+1;
				wigend_bitcnt<=wigend_bitcnt+1;
			end
		end
		else if (wigend_bitcnt==25 && nReset && overtime && configure)
		begin
			if (!wil0)
			begin
				wigend_buf<=0;
				wigend_bitcnt<=0;
				wigend_reg<=wigend_buf<<1;
			end
			else if (!wil1)
			begin
				wigend_buf<=0;
				wigend_bitcnt<=0;
				wigend_reg<=(wigend_buf<<1)+1;
			end
		end		
	end
	always @ (nGCS[3] or nOE or addr or configure or wigend_reg)
	begin
		if (nGCS[3]==0 && nOE==0)
		begin
			if (addr[8:2]==0)
				wdata<=configure;                     
			else if (addr[8:2]==1)
				wdata<=wigend_reg[7:0];
			else if (addr[8:2]==2)
				wdata<=wigend_reg[15:8];
			else if (addr[8:2]==3)
				wdata<=wigend_reg[23:16];
			else if (addr[8:2]==4)
				wdata<={6'h00,wigend_reg[25:24]};
			else
				wdata<=8'hzz;
		end
		else
				wdata<=8'hzz;
	end
	always @ (negedge nReset or posedge wr_temp)
	begin
		if (!nReset)
		begin
			configure<=8'hff;
		end
		else if (nGCS[3]==0)
		begin
			if (addr[8:2]==0)
				configure<=data;
		end
	end
endmodule
```
**/design/flow/constraint.sdc**
```tcl
current_design buffer

set clk_period 2.5
set clk_io_pct 0.2

create_clock -name clk0 -period $clk_period [get_ports {clk}]

set non_clock_inputs [all_inputs -no_clocks]
set_input_delay [expr $clk_period * $clk_io_pct] -clock clk0 $non_clock_inputs
set_output_delay [expr $clk_period * $clk_io_pct] -clock clk0 [all_outputs]
```
**/design/flow/run.sh**
```bash
#!/bin/bash
# OpenROAD 26Q1-2900-gdf79404cd8, Yosys 0.63+post, stock flow scripts
make -C /OpenROAD-flow-scripts/flow DESIGN_CONFIG=/design/flow/config.mk WORK_HOME=/design/flow/orfs finish
```
**/design/flow/config.mk**
```make
export PLATFORM = sky130hd
export DESIGN_NAME = buffer
export DESIGN_NICKNAME = buffer
export VERILOG_FILES = /design/flow/design.v
export SDC_FILE = /design/flow/constraint.sdc
export NUM_CORES = 4
export LEC_CHECK = 1
export CORE_UTILIZATION = 30
```
==> run notes <==
Status of the implementation.

- The flow ran to the end, and the final reports show no timing, DRC or antenna violations.
- The peak fanout along the critical path is 8, for reference.
- By instance count after routing, the leading logic cell types are 56 x sky130_fd_sc_hd__dfrtn_1, 29 x sky130_fd_sc_hd__clkdlybuf4s50_1, 26 x sky130_fd_sc_hd__nand2_1.
- The script computed the net switching share of total power as 0.210.
- Wires add up to 6430 um.
- The setup clock skew after layout is between 0.004 and 0.005 ns, for reference.
- The clock reaches the later pin of the worst-skew pair after roughly 0.24 ns.
- The worst register-to-register path begins at wilclk_cnt1[6].
- The script computed a power per unit cell area of roughly 170 nW/um2.
- The initial core utilization is 0.313, for reference.
- STA classifies the critical path startpoint as an input pin.
- The arrival time at the worst endpoint is slightly below 2 ns, for reference.
- Per Yosys stat, the portion of area used by sequential elements is 0.527.
- The relative max-transition margin is 0.516, for reference.
- The pin count of the biggest net entering global routing is roughly 60, for reference.
- The number of unconstrained endpoints is 67, for reference.
- The synthesized netlist was found by Yosys to have between 300 and 400 cells.
- According to the Yosys statistics, the synthesized design has a chip area of approximately 3800 um2.
- The setup TNS is 0 ns, for reference.
- The final max-slew violation count recorded for this run is 0.
- The worst register-to-register path has a setup slack of between 0.8 and 0.9 ns.
- The combinational power share is 0.155, for reference.
- The antenna cell count is 0, for reference.
- The area taken by multi-input logic gates is about 1500 um2, for reference.
- After detailed placement, the total cell area comes to roughly 4200 um2.
- The worst stage delay on the critical path is around 0.52 ns, for reference.
- The total count of hold-check failures in the final report is 0, for reference.
- The kind of capture point of the worst setup path is an output port, for reference.
- The final setup slack of the worst path is 0.0736 ns, for reference.
- The summed instance area of the synthesized netlist is between 3000 and 4000 um2, for reference.
- The leakage power in the latest report is between 1.5 and 2 nW.
- The first detailed-routing pass took 4 iterations.
- The worst-case IR drop observed on VDD is ~0.00029 V.
- The data required time of the worst path is ~2 ns, for reference.
- The detailed placer reported the number of placed instances as approximately 490.
- The switching power summed over all nets is 156 uW, for reference.
- The number of global-route vias before repair is ~2100, for reference.
- The first-pass GRT wire length is 10700 um, for reference.
- Following the worst setup path forward leads to its endpoint at data[0].
- Per the post-synthesis stats, the area per cell is 12.2 um2.
- The total power is roughly 740 uW, for reference.
- The final worst-path cycle share is 0.971, for reference.
- The internal power contribution is approximately 590 uW, for reference.
- Of the total power, registers draw 0.432.
- The number of I/O port buffers is 30, for reference.
- The post-route core utilization is 0.349, for reference.
- The critical path startpoint is addr[3], for reference.
- The post-detailed-route DRC marker count is 0, for reference.
- The clock tree from TritonCTS is yes, for reference.
- The maximum level of the CTS H-tree is 1, for reference.
- The endpoint identified for the worst register-to-register timing path is wilclk_cnt1[3].
- The number of instances in the synthesized netlist is 313, for reference.
- The number of instances resized during post-cts repair is 0, for reference.
- The count of filler cells inserted in the layout is around 1200, for reference.
- In the final routed layout, each cell accounts on average for roughly 13 um.
- The count of standard-cell rows is 40, for reference.
- The synthesis report gives the async set-or-reset register share as 1.00.
- Derived from the worst setup path, the maximum achievable clock frequency is between 400 and 500 MHz.
- The final global-route overflow total is 0, for reference.
- The post-CTS repair timing setup buffer count is 0, for reference.
- The number of flip-flops under the largest register name is 26, for reference.
- For this block, the initial DRC count from the detailed router was around 120.
- Looking at the setup timing report, the critical path kind is input pin to output port.
- The total number of warnings across the stage logs is 31, for reference.
- The prevailing post-synth register cell is sky130_fd_sc_hd__dfrtn_1, for reference.
- The count of unclocked register or latch pins is between 60 and 70, for reference.
- The final cell count without fillers is just under 500, for reference.
- The post-detailed-route count of antenna-violating nets is 0, for reference.
- The max-capacitance violation count is 0, for reference.
- The number of warnings reported in the yosys synthesis log is 7, for reference.
- The global routing report lists combined usage of all routing layers as 0.102.
- The signal on the critical path passes through clkdlybuf4s50_1, buf_12, mux4_2, mux2_2.
- Per the OpenROAD floorplan log, the width of the die is between 100 and 150 um.
- The post-route cell area is about 4300 um2, for reference.
- The slowest stage of the critical path belongs to the cell sky130_fd_sc_hd__clkdlybuf4s50_1.
- The placed wire-length estimate is ~4600 um, for reference.
- The clock-pin slew of the registers on the worst-case setup and hold paths is roughly 0.050 ns, for reference.
- The I/O pin total is a little over 50, for reference.
- The last weighted congestion value of the routability-driven placer is around 0.84, for reference.
- The synthesized design contains 0 enable-type register cells.
- Clock tree synthesis selected as its root buffer the cell sky130_fd_sc_hd__clkbuf_16.
- The clock group share of total power is 0.413, for reference.
- The buffer depth of the longest clock path is 2, for reference.
- In this run, CTS created clock tree buffers numbering 3.
- Final hold analysis gives a worst-case slack of 0.147 ns.
- Across the whole layout, storage elements account for 2020 um2.
- The register bit count reported by yosys is 80, for reference.
- Timing analysis after detailed placement gives a worst setup slack of about 0.093 ns.
- The layout cell share with drive strength beyond 1 is 0.192, for reference.
- The shortest period the worst path allows is roughly 2.4 ns, for reference.
- The worst min-delay path class is input pin to asynchronous set/reset pin, for reference.
- Setup repair after global routing left no endpoint under its margin.
- The routed via count divided by cell count is 4.58, for reference.
- The initial antenna violation count is 0, for reference.
- The total number of vias is around 2200, for reference.
- The dominant logic cell type in the layout is sky130_fd_sc_hd__dfrtn_1, for reference.
- In this run the layout overhead on the synthesized area is reported as 11.3%.
- Counting cells, the worst reg-to-reg path comes to 4.
- The overall die size recorded for this design is 13200 um2.
- The floorplan step set the die height to between 100 and 150 um.
- The count of distinct cell types in the synthesized netlist is 45, for reference.
- Buffers inserted to repair hold after CTS numbered 0.
- The final number of setup-violating endpoints is 0, for reference.
- The placeable core area is approximately 12000 um2, for reference.
- Looking at the max-slew report, the worst-margin pin has a slew of around 0.73 ns.
-- kinds of logic after synthesis --
logic type / share of synthesized area
xor gates and xnor gates: 0.0252
and+or+nand+nor: 0.117
muxes: 0.150
buffers and inverters: 0.0801
other: 0.00196
adders and majority gates: 0.0131
DFF: 0.527
AOI/OAI and AO/OA: 0.0860
-- worst max-delay path: cells and delay by family --
kind | cells | cell delay (ns)
multiplexers | 2 | 0.76
buffers and inverters | 2 | 0.67
-- layer usage --
metal  GRT usage  vias to the layer above  wire, um
li1            -                     1104         -
met1       0.169                     1095      3420
met5           0                        -         0
met2       0.154                       47      2670
met4     0.00693                        0        34
met3      0.0134                        2       304
-- area by class of cell --
| type | count | share of cell area |
|---|---|---|
| clock buffer | 4 | 0.0185 |
| inverter | 25 | 0.0220 |
| multi-input combinational | 179 | 0.355 |
| sequential | 80 | 0.473 |
| tap | 168 | 0.0494 |
| timing repair buffer | 35 | 0.0817 |
-- synth_stat cells, types with 2 or more instances --
| cell | n | area share |
|---|---|---|
| sky130_fd_sc_hd__mux2_2 | 8 | 0.024 |
| sky130_fd_sc_hd__buf_2 | 5 | 0.0065 |
| sky130_fd_sc_hd__buf_4 | 11 | 0.022 |
| sky130_fd_sc_hd__nand2_1 | 26 | 0.025 |
| sky130_fd_sc_hd__dfstp_2 | 11 | 0.076 |
| sky130_fd_sc_hd__o21ai_0 | 2 | 0.0026 |
| sky130_fd_sc_hd__a311oi_1 | 2 | 0.0046 |
| sky130_fd_sc_hd__xor2_1 | 10 | 0.023 |
| sky130_fd_sc_hd__buf_12 | 3 | 0.016 |
| sky130_fd_sc_hd__mux2_4 | 20 | 0.078 |
| sky130_fd_sc_hd__nor2_1 | 17 | 0.017 |
| sky130_fd_sc_hd__ha_1 | 4 | 0.013 |
| sky130_fd_sc_hd__nand4_1 | 6 | 0.0098 |
| sky130_fd_sc_hd__and2_1 | 4 | 0.0065 |
| sky130_fd_sc_hd__or4_4 | 2 | 0.0059 |
| sky130_fd_sc_hd__dfrtn_1 | 56 | 0.37 |
| sky130_fd_sc_hd__or2_2 | 2 | 0.0033 |
| sky130_fd_sc_hd__clkbuf_1 | 12 | 0.012 |
| sky130_fd_sc_hd__nand3_1 | 9 | 0.012 |
| sky130_fd_sc_hd__nor4bb_1 | 3 | 0.0078 |
| sky130_fd_sc_hd__a22o_1 | 9 | 0.021 |
| sky130_fd_sc_hd__and3_1 | 7 | 0.011 |
| sky130_fd_sc_hd__mux4_2 | 7 | 0.041 |
| sky130_fd_sc_hd__and4_1 | 2 | 0.0046 |
| sky130_fd_sc_hd__o31ai_1 | 16 | 0.031 |
| sky130_fd_sc_hd__inv_1 | 25 | 0.025 |
| sky130_fd_sc_hd__o31a_1 | 2 | 0.0046 |
| sky130_fd_sc_hd__dfrtp_1 | 13 | 0.085 |
| sky130_fd_sc_hd__a41oi_1 | 2 | 0.0046 |
| sky130_fd_sc_hd__conb_1 | 2 | 0.0020 |
-- how the worst min path moves through the flow --
stage	end	slack, ns	cells after the start
after CTS	wilclk_cnt1[7]	0.16	1
after global routing	wilclk_cnt1[6]	0.17	1
final	wilclk_cnt1[6]	0.15	1
-- power by group through the flow --
stage | Combinational, mW | Sequential [mW] | Clock [mW]
final | 0.115 | 0.320 | 0.306
after CTS | 0.119 | 0.320 | 0.314
after global routing | 0.130 | 0.321 | 0.319
No activity file was given, so power comes from the tool's default toggle rates.
